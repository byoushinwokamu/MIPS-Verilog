==> flow/design.v <==
module ALUftDecoder (
	output [3:0] ALUop,
	output IsJR,
	output IsSyscall,
	output IsShamt,
	input [5:0] ft
);
	wire wa0 [1:4];
	and (wa0[1], ft[5], ~ft[4], ~ft[3], ft[2], ~ft[1], ft[0]);
	and (wa0[2], ft[5], ~ft[4], ~ft[3], ft[2], ft[1], ft[0]);
	and (wa0[3], ft[5], ~ft[4], ft[3], ~ft[2], ft[1], ~ft[0]);
	and (wa0[4], ft[5], ~ft[4], ft[3], ~ft[2], ft[1], ft[0]);
	or (ALUop[3], wa0[1], wa0[2], wa0[3], wa0[4]);
	wire wa1 [1:4];
	and (wa1[1], ft[5], ~ft[4], ~ft[3], ~ft[2], ~ft[1]);
	and (wa1[2], ft[5], ~ft[4], ~ft[3], ~ft[2], ~ft[0]);
	and (wa1[3], ft[5], ~ft[4], ~ft[3], ~ft[1], ~ft[0]);
	and (wa1[4], ft[5], ~ft[4], ft[3], ~ft[2], ft[1], ft[0]);
	or (ALUop[2], wa1[1], wa1[2], wa1[3], wa1[4]);
	wire wa2 [1:5];
	and (wa2[1], ft[5], ~ft[4], ~ft[3], ~ft[2], ft[1], ~ft[0]);
	and (wa2[2], ft[5], ~ft[4], ~ft[3], ft[2], ~ft[1], ~ft[0]);
	and (wa2[3], ~ft[5], ~ft[4], ~ft[3], ~ft[2], ft[1], ~ft[0]);
	and (wa2[4], ft[5], ~ft[4], ~ft[3], ft[2], ft[1], ft[0]);
	and (wa2[5], ft[5], ~ft[4], ft[3], ~ft[2], ft[1], ~ft[0]);
	or (ALUop[1], wa2[1], wa2[2], wa2[3], wa2[4], wa2[5]);
	wire wa3 [1:4];
	and (wa3[1], ~ft[5], ~ft[4], ~ft[3], ~ft[2], ft[1], ft[0]);
	and (wa3[2], ft[5], ~ft[4], ~ft[3], ~ft[2], ~ft[1]);
	and (wa3[3], ft[5], ~ft[4], ~ft[3], ~ft[1], ~ft[0]);
	and (wa3[4], ft[5], ~ft[4], ft[3], ~ft[2], ft[1], ~ft[0]);
	or (ALUop[0], wa3[1], wa3[2], wa3[3], wa3[4]);
	and (IsJR, ~ft[5], ~ft[4], ft[3], ~ft[2], ~ft[1], ~ft[0]);
	and (IsSyscall, ~ft[5], ~ft[4], ft[3], ft[2], ~ft[1], ~ft[0]);
	wire wsh [1:3];
	and (wsh[1], ~ft[5], ~ft[4], ~ft[3], ~ft[2], ft[1], ft[0]);
	and (wsh[2], ~ft[5], ~ft[4], ~ft[3], ~ft[2], ft[1], ~ft[0]);
	and (wsh[3], ~ft[5], ~ft[4], ~ft[3], ~ft[2], ~ft[1], ~ft[0]);
	or (IsShamt, wsh[1], wsh[2], wsh[3]);
endmodule
==> flow/run.sh <==
#!/bin/bash
# OpenROAD 26Q1-2900-gdf79404cd8, Yosys 0.63+post, stock flow scripts
make -C /OpenROAD-flow-scripts/flow DESIGN_CONFIG=/design/flow/config.mk WORK_HOME=/design/flow/orfs finish
==> flow/config.mk <==
export PLATFORM = sky130hd
export DESIGN_NAME = ALUftDecoder
export DESIGN_NICKNAME = ALUftDecoder
export VERILOG_FILES = /design/flow/design.v
export SDC_FILE = /design/flow/constraint.sdc
export NUM_CORES = 4
export LEC_CHECK = 1
export CORE_AREA = 10 10 70 70
export DIE_AREA = 0 0 80 80
==> flow/constraint.sdc <==
current_design ALUftDecoder

set clk_period 1.2
set clk_io_pct 0.2

create_clock -name clk0 -period $clk_period

set non_clock_inputs [all_inputs -no_clocks]
set_input_delay [expr $clk_period * $clk_io_pct] -clock clk0 $non_clock_inputs
set_output_delay [expr $clk_period * $clk_io_pct] -clock clk0 [all_outputs]
==> results.cfg <==
; physical design summary
[layout]
flop-count = 0
drive_gt1_frac = 0.667
fin_area_sq_um = 500
register_area_sq_um = 0
nClkBuffers = 0
synthToLayoutAreaGrowth_pct = 134

[final_timing]
setup_violations = 4
slew_viol_final = 0
fin_crit_ps = 1270
final_hold_viol_count = 0
fmax_mhz = 786
layout_setup_ws_ps = -71.5
worstMarginPinSlew_ps = 209
finalClockPeriodUsage = 1.06
maxSlewHeadroom = 0.861
rsz0062_at_grt = true

[grt]
met3_usage = 0.00227
grt_max_degree = 9
grt_use_met1 = 0.0310
grt_pass1_vias = 288
grt-busiest-layer = met2
grt_pass1_wl_mm = 1.45
antenna_found_initial = 0
use_met2 = 0.0570
track_usage = 0.0277
grt_overflow = 0

[synthesis]
ys_area_sq_um = 214
ys_types = 22
syn_inst = 31
yosysMostFrequentCell = nor2_1
synth.top_cell.area_share = 0.105
syn_avg_cell_area_sq_um = 6.90
top_cells_by_area = buf_6, a221oi_2, nor2_1
ys_seq_frac = 0
yosys.area.top_type = buf_6
yosysWarnings = 1
syn-cell-area_sq_um = 214
ys_cells = 31

[placement]
hpwl_um = 754
gp_congestion = 0.685
io_buffers = 13
dp_slack_ps = -960
place_area_sq_um = 424

[drt]
drt_iter0_markers = 25
antenna_cells = 0
wl_per_cell_um = 9.87
ant_nets = 0
remaining_drc_errors = 0
vias = 329
avgViaCountPerCell = 3.29
dr.pass1.iters = 2
drt_wl_total_um = 987

[run]
maxCapViolations = 0
tool_warnings = 34

[die]
dieArea_sq_um = 6400
die_h_um = 80
fp-utilization = 0.0626
io_pins = 13
die_w_um = 80
std_cell_rows = 21
core_sq_um = 3420

[worst_setup_path]
cp-end-kind = primary output
cp.arrival_ps = 1030
crit_fanout = 6
start_kind = input port
worstPathRequired_ps = 960
path_class = input port to primary output

[status]
violations = negative setup slack
status = finished with violations

[hold_path]
hold_depth = 4
min_path_type = input port to primary output

[pwr]
powerDensity_nw_per_um2 = 277
vdd.ir_drop.worst_mv = 0.0296
p_leak_nw = 0.224

[clock_tree]
cts_hold_buf = 0
## path summary, 6_finish.rpt
kind	startpoint	end	slack, ps
hold / removal	ft[2]	IsSyscall	770
setup / recovery	ft[1]	ALUop[2]	-70
## metrics by stage
step	hold WS (ps)	TNS [ps]	utilization	cells	power [mW]
finish	773	-227	0.147	100	0.139
global route	803	-460	0.147	100	0.150
CTS	793	-369	0.134	97	0.121
detailed placement	1550	-5910	0.124	94	0.105
global placement	1540	-5770	0.124	94	0.103
floorplan	491	0	-	31	0.0500
## logic make-up (layout without fill, tap and decap cells)
logic type / count (synthesis) / count (layout) / share of synthesized area
AND/OR/NAND/NOR: 18 / 18 / 0.491
buffers and inverters: 4 / 27 / 0.158
AND-OR/OR-AND: 9 / 9 / 0.351
## layer usage
metal  share of wire  up-vias
met3           0.031        0
li1                -      162
met4               0        0
met1            0.42      161
met2            0.55        6
met5               0        -
## critical path: stages
cell,delay (ps)
buf_6,90
buf_6,110
buf_6,130
a211o_1,240
a21oi_1,110
buf_2,110
## cells in the final DEF, fill, tap and decap left out, drive strengths merged
cell	n
buf	24
nor2	5
nor2b	3
nand2	2
a31oi	2
nand2b	2
nor3	2
nand3	2
and3	1
a22oi	1
a211o	1
a21oi	1
inv	1
nand4	1
a32oi	1
a221oi	1
o211ai	1
o211a	1
clkbuf	1
dlygate4sd2	1
## area by class of cell
type / count / area (sq um)
Tap cell: 46 / 57.6
Inverter: 1 / 3.75
Multi-Input combinational cell: 27 / 231
Fill cell: 391 / 2920
Timing Repair Buffer: 26 / 208
## report_power, final
part | total [mW] | internal (mW) | switching, mW
clock network | 0 | 0 | 0
registers | 0 | 0 | 0
logic | 0.139 | 0.0774 | 0.0614
## repair_timing
| action | in CTS | in global routing |
|---|---|---|
| pin swaps | 8 | 3 |
| setup endpoints to repair | 7 | 5 |
| setup buffers | 3 | 3 |
| gates resized | 61 | 9 |
| hold endpoints to repair | 0 | 0 |
Power and IR drop assume default switching activity.
