File: constraint.sdc
current_design Div

set clk_period 435.9
set clk_io_pct 0.2

create_clock -name clk0 -period $clk_period

set non_clock_inputs [all_inputs -no_clocks]
set_input_delay [expr $clk_period * $clk_io_pct] -clock clk0 $non_clock_inputs
set_output_delay [expr $clk_period * $clk_io_pct] -clock clk0 [all_outputs]
File: config.mk
export PLATFORM = sky130hd
export DESIGN_NAME = Div
export DESIGN_NICKNAME = Div
export VERILOG_FILES = /design/flow/design.v
export SDC_FILE = /design/flow/constraint.sdc
export NUM_CORES = 4
export LEC_CHECK = 1
export CORE_UTILIZATION = 30
File: run.sh
#!/bin/bash
# OpenROAD 26Q1-2900-gdf79404cd8, Yosys 0.63+post, stock flow scripts
make -C /OpenROAD-flow-scripts/flow DESIGN_CONFIG=/design/flow/config.mk WORK_HOME=/design/flow/orfs finish
File: design.v
module Mul (res, cout, sr, tg, cin);
	output [31:0] res;
	output [31:0] cout;
	input [31:0] sr;
	input [31:0] tg;
	input cin;
	assign {cout, res} = sr * tg + cin;
endmodule
module Div (res, rem, sr, tg, upper);
	output [31:0] res;
	output [31:0] rem;
	input [31:0] sr;
	input [31:0] tg;
	input upper;
	assign res = (sr + upper) / tg;
	assign rem = (sr + upper) % tg;
endmodule
==> impl_metrics.tcl <==
# place-and-route summary
set metrics [dict create \
    antenna_found_initial 4 \
    cts-hold-fix-buffers 0 \
    ys_area_sq_um 31300 \
    grt_overflow 0 \
    maxSlewHeadroom_pct 15.5 \
    port_buffers 129 \
    top_area_share_pct 21.3 \
    nFillCells 11119 \
    ant_nets 0 \
    die_area_sq_um 106000 \
    crit_top_cell "ha_1" \
    worst_slew_pin_slew_ps 1250 \
    critPathCaptureType "output pin" \
    num_vias 36361 \
    wl_per_cell_microns 22.1 \
    place_congestion 1.08 \
    design_area_sq_um 34500 \
    coreArea_sq_um 103000 \
    final_cells 6149 \
    warning_count 35 \
    synth_area_leader_cell "ha_1" \
    dieHeight_microns 325 \
    grt_max_degree 40 \
    setup_tns_ps 0 \
    yosysWarnings 0 \
    critPathMaxFanout 39 \
    ios 129 \
    cp.arrival_ps 176240 \
    drive_gt1_share_pct 5.73 \
    synthDistinctLibCells 105 \
    clkbuf_count 0 \
    mi_logic_area_sq_um 30000 \
    setup_viol 0 \
    place_inst 6148 \
    via_per_inst 5.91 \
    top_cell "ha_1" \
    max-vdd-ir-drop_mv 0.00230 \
    period_minus_slack_ps 263420 \
    crit_path_start_kind "input pin" \
    drv_cap 0 \
    flops 0 \
    leakage_nw 15.4 \
    first_iter_violations 3112 \
    status "finished, final reports clean" \
    hpwl_microns 112000 \
    grt_pass1_wl_microns 204000 \
    core_util_floorplan_pct 30.3 \
    syn_inst 4679 \
    grt.total_usage_pct 25.1 \
    die_w_microns 325 \
    fin_crit_sh_pct 60.4 \
    p_per_area_nw_per_um2 1.83 \
    place_area_sq_um 34500 \
    area_leaders "ha_1, xnor2_1, a21oi_1, nand2_1, nor2_1" \
    rsz0062_at_grt "false" \
    worstSetupPathType "input pin to output pin" \
    cts_resized 0 \
    holdWs_ps 175600 \
    cp.required_ps 348720 \
    routed_wl_microns 136000 \
    dr.pass1.iters 6 \
    cp_slowest_cell "a2111oi_0" \
    rows 118 \
    drv_slew 0 \
    register_area_sq_um 0 \
    yosysCellCount 4679 \
    area_delta_synth_final_pct 10.0 \
    syn_area_per_cell_sq_um 6.69 \
    ys_seq_share_pct 0 \
    hold_viol_final 0 \
    cts_setup_buffers 0 \
    fmax_mhz 3.80 \
    final_util_pct 33.3 \
    drc 0 \
    ys_top_cells_by_count "ha_1, nand2_1, nor2_1" \
    max_stage_delay_ps 990 \
    hold_path_class "input pin to output pin" \
    syn_area_sq_um 31300 \
    grt_pass1_vias 33204 \
]
## power breakdown
group	internal, W	switching, W	leakage [nW]	total [W]
registers	0	0	0	0
logic	0.0000273	0.0000356	15.4	0.0000629
clock network	0.0000000000000977	0	0.00000902	0.000000000000107
total	0.0000273	0.0000356	15.4	0.0000629
## logic make-up after synthesis
| kind of cell | after synthesis | synth area share, % |
|---|---|---|
| mux | 84 | 2.92 |
| simple gates | 1684 | 25.4 |
| fa+ha+maj | 534 | 21.4 |
| buf+inv | 342 | 4.25 |
| xor+xnor | 390 | 10.9 |
| compound gates | 1645 | 35.1 |
## stage by stage
stage / total power (W) / worst slack (ps)
floorplan: 0.0000441 / 191640
global placement: 0.0000621 / 175820
detailed placement: 0.0000617 / 174980
CTS: 0.0000622 / 174680
global route: 0.0000694 / 166480
finish: 0.0000629 / 172480
## worst paths after layout
check	start	to	slack, ps	depth (start not counted)
worst min-delay path	tg[0]	rem[0]	175600	4
worst max-delay path	sr[2]	rem[31]	172480	311
## layer usage
| layer | wire [microns] | GRT usage (%) | part of all wire [%] | vias to the layer above |
|---|---|---|---|---|
| li1 | - | - | - | 17771 |
| met1 | 62100 | 36.1 | 46 | 16726 |
| met2 | 56700 | 37.8 | 42 | 1574 |
| met3 | 10600 | 3.30 | 7.8 | 284 |
| met4 | 6220 | 9.61 | 4.6 | 6 |
| met5 | 115 | 0 | 0.085 | - |
## worst max-delay path: cells and delay by family
family	cells	cell delay, ps
AND-OR/OR-AND	172	48600
AND/OR/NAND/NOR	57	15570
buffers and inverters	47	12760
adder cells (fa/ha/maj)	32	10740
multiplexers	2	720
XOR/XNOR	1	300
## area by class of cell
class,count,area share [%]
Timing Repair Buffer,207,5.45
Tap cell,1380,5.01
Inverter,224,2.44
Multi-Input combinational cell,4337,87.1
Antenna cell,1,0.00726
## layout by cell type, fill, tap and decap left out, drive strengths merged, types with 84 or more instances in the layout
| master | synthesis | routed |
|---|---|---|
| a21oi | 417 | 417 |
| ha | 533 | 533 |
| nand3 | 142 | 142 |
| o21ai | 315 | 315 |
| a21o | 156 | 156 |
| nand2 | 502 | 502 |
| clkdlybuf4s50 | 0 | 129 |
| xor2 | 147 | 147 |
| nor2 | 466 | 466 |
| o21a | 137 | 137 |
| inv | 218 | 215 |
| xnor2 | 243 | 243 |
| a31oi | 84 | 84 |
| nor3 | 153 | 153 |
Power and IR drop assume default switching activity.
