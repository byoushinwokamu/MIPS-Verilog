==> design.v <==
module ALUopDecoder(
	output [3:0] ALUop,
	input [5:0] op
);
	wire wa [1:2];
	and (wa[1], ~op[5], ~op[4], op[3], op[2], ~op[1], op[0]);
	and (wa[2], ~op[5], ~op[4], op[3], ~op[2], op[1], ~op[0]);
	or (ALUop[3], wa[1], wa[2]);
	wire wb [1:12];
	and (wb[1], ~op[5], ~op[4], ~op[3], ~op[2], ~op[1], ~op[0]);
	and (wb[2], ~op[5], ~op[4], op[3], ~op[2], ~op[1], ~op[0]);
	and (wb[3], op[5], ~op[4], ~op[3], ~op[2], op[1], op[0]);
	and (wb[4], op[5], ~op[4], op[3], ~op[2], op[1], op[0]);
	and (wb[5], ~op[5], ~op[4], ~op[3], op[2], ~op[1], op[0]);
	and (wb[6], ~op[5], ~op[4], ~op[3], op[2], ~op[1], ~op[0]);
	and (wb[7], ~op[5], ~op[4], op[3], op[2], ~op[1], ~op[0]);
	and (wb[8], ~op[5], ~op[4], op[3], ~op[2], ~op[1], op[0]);
	and (wb[9], ~op[5], ~op[4], op[3], ~op[2], ~op[1], ~op[0]);
	and (wb[10], ~op[5], ~op[4], ~op[3], ~op[2], op[1], ~op[0]);
	and (wb[11], ~op[5], ~op[4], ~op[3], ~op[2], op[1], op[0]);
	and (wb[12], ~op[5], op[4], ~op[3], ~op[2], ~op[1], ~op[0]);
	or (
		ALUop[2], wb[1], wb[2], wb[3], wb[4], wb[5], wb[6], 
		wb[7], wb[8], wb[9], wb[10], wb[11], wb[12]
	);
	wire wc [1:2];
	and (wc[1], ~op[5], ~op[4], op[3], op[2], ~op[1], ~op[0]);
	and (wc[2], ~op[5], ~op[4], op[3], ~op[2], op[1], ~op[0]);
	or (ALUop[1], wc[1], wc[2]);
	wire wd [1:13];
	and (wd[1], ~op[5], ~op[4], ~op[3], ~op[2], ~op[1], ~op[0]);
	and (wd[2], ~op[5], ~op[4], op[3], ~op[2], ~op[1], ~op[0]);
	and (wd[3], op[5], ~op[4], ~op[3], ~op[2], op[1], op[0]);
	and (wd[4], op[5], ~op[4], op[3], ~op[2], op[1], op[0]);
	and (wd[5], ~op[5], ~op[4], ~op[3], op[2], ~op[1], op[0]);
	and (wd[6], ~op[5], ~op[4], ~op[3], op[2], ~op[1], ~op[0]);
	and (wd[7], ~op[5], ~op[4], op[3], op[2], ~op[1], ~op[0]);
	and (wd[8], ~op[5], ~op[4], op[3], ~op[2], op[1], ~op[0]);
	and (wd[9], ~op[5], ~op[4], op[3], ~op[2], ~op[1], op[0]);
	and (wd[10], ~op[5], ~op[4], op[3], ~op[2], ~op[1], ~op[0]);
	and (wd[11], ~op[5], ~op[4], ~op[3], ~op[2], op[1], ~op[0]);
	and (wd[12], ~op[5], ~op[4], ~op[3], ~op[2], op[1], op[0]);
	and (wd[13], ~op[5], op[4], ~op[3], ~op[2], ~op[1], ~op[0]);
	or (
		ALUop[0], wd[1], wd[2], wd[3], wd[4], wd[5], wd[6],
		wd[7], wd[8], wd[9], wd[10], wd[11], wd[12], wd[13]
	);
endmodule
==> run.sh <==
#!/bin/bash
# OpenROAD 26Q1-2900-gdf79404cd8, Yosys 0.63+post, stock flow scripts
make -C /OpenROAD-flow-scripts/flow DESIGN_CONFIG=/design/flow/config.mk WORK_HOME=/design/flow/orfs finish
==> config.mk <==
export PLATFORM = sky130hd
export DESIGN_NAME = ALUopDecoder
export DESIGN_NICKNAME = ALUopDecoder
export VERILOG_FILES = /design/flow/design.v
export SDC_FILE = /design/flow/constraint.sdc
export NUM_CORES = 4
export LEC_CHECK = 1
export CORE_AREA = 10 10 70 70
export DIE_AREA = 0 0 80 80
==> constraint.sdc <==
current_design ALUopDecoder

set clk_period 2.0
set clk_io_pct 0.2

create_clock -name clk0 -period $clk_period

set non_clock_inputs [all_inputs -no_clocks]
set_input_delay [expr $clk_period * $clk_io_pct] -clock clk0 $non_clock_inputs
set_output_delay [expr $clk_period * $clk_io_pct] -clock clk0 [all_outputs]
==> impl_metrics.env <==
# physical design summary
export IMPL_layout_area_comb_um2=184
export IMPL_gp_congestion=0.702
export IMPL_endpoint_kind="output pin"
export IMPL_maxCapViolations=0
export IMPL_syn_inst=22
export IMPL_ys_seq_share_pct=0
export IMPL_fmax_mhz=525
export IMPL_min_period_ps=1900
export IMPL_p_per_area_nw_per_um2=163
export IMPL_viasPerCell=2.82
export IMPL_dieArea_um2=6400
export IMPL_hold_class="in -> out"
export IMPL_fin_hold_ws_ps=1370
export IMPL_vias=240
export IMPL_drc=0
export IMPL_placement_cell_area_um2=365
export IMPL_grt_use_total_pct=2.15
export IMPL_irDropWorstVdd_v=0.0000221
export IMPL_n_antenna_cell=0
export IMPL_slew_violations=0
export IMPL_io_pins=10
export IMPL_hpwlAfterDp_um=588
export IMPL_warnings=32
export IMPL_antenna_found_initial=0
export IMPL_wl_per_cell_um=8.48
export IMPL_setup_viol=0
export IMPL_utilization_pct=11.6
export IMPL_nClkBuffers=0
export IMPL_portBuffers=10
export IMPL_status="finished clean"
export IMPL_seq_area_um2=0
export IMPL_drt_iter0_markers=11
export IMPL_grt_max_degree=7
export IMPL_ys_types=17
export IMPL_slew_limit_headroom_pct=82.7
export IMPL_yosys_warnings=1
export IMPL_ys_cells=22
export IMPL_syn_avg_cell_area_um2=6.94
export IMPL_cts_setup_buffers=0
export IMPL_finalCritPeriodShare_pct=95.2
export IMPL_dieWidth_um=80
export IMPL_grt_first_pass_wirelength_um=1140
export IMPL_hold_viol_final=0
export IMPL_nFillCells=403
export IMPL_num_rows=21
export IMPL_crit_start="op[1]"
export IMPL_fp_util_pct=4.47
export IMPL_drt_total_wl_um=721
export IMPL_cp_start_kind="input port"
export IMPL_worstMarginPinSlew_ps=259
export IMPL_core_um2=3420
export IMPL_design_area_um2=398
export IMPL_crit_arrival_ps=1500
export IMPL_grt_pass1_vias=240
export IMPL_p_leak_nw=0.155
export IMPL_fin_tns_setup_ps=0
export IMPL_worstSetupPathType="in -> out"
export IMPL_syn_area_um2=153
export IMPL_drive_gt1_share_pct=53.8
export IMPL_dr_pass1_iters=2
export IMPL_worstPathRequired_ps=1600
export IMPL_hp_start="op[2]"
export IMPL_gr_total_overflow=0
export IMPL_crit_fanout=4
export IMPL_ff_count=0
export IMPL_syn2layout_area_growth_pct=161
export IMPL_final_antenna_net_count=0
export IMPL_die_h_um=80
export IMPL_synth_chip_area_um2=153
-- what timing repair did --
action,4_1_cts,5_1_grt
hold buffers,0,0
setup endpoints to repair,4,2
pin swaps,2,3
endpoints found under the hold margin,0,0
resized,16,8
-- per-stage QoR --
stage	power, W	std cells	worst slack (ps)
after CTS	0.0000605	85	9.25
after detailed placement	0.0000615	85	-533
after floorplan	0.0000217	22	532
after global routing	0.0000710	85	-2.81
final	0.0000649	85	95.6
after global placement	0.0000602	85	-489
-- path summary, 6_finish.rpt --
kind,to,slack [ps],depth (start not counted)
min,ALUop[2],1370,4
max,ALUop[0],100,6
-- routing by layer --
| metal | wire length (um) | track usage (%) | up-vias |
|---|---|---|---|
| li1 | - | - | 116 |
| met1 | 296 | 2.57 | 121 |
| met2 | 410 | 4.17 | 3 |
| met3 | 14 | 0.227 | 0 |
| met4 | 0 | 0 | 0 |
| met5 | 0 | 0 | - |
-- layout by cell type (no fill, tap or decap), types with 2 or more instances in the layout --
master / synthesis / layout
a31oi_1: 2 / 2
nand2b_4: 1 / 3
a21oi_2: 0 / 2
clkbuf_2: 1 / 2
dlygate4sd2_1: 0 / 7
buf_6: 0 / 2
buf_4: 1 / 7
-- power by group --
part           leakage (nW)  internal (W)  total [W]  switching (W)
Sequential                0             0          0              0
Clock                     0             0          0              0
Combinational         0.155     0.0000360  0.0000649      0.0000289
-- kinds of logic (layout without fill, tap and decap cells) --
logic type	after synthesis	count (layout)	synth area share (%)
simple gates	11	11	45.1
compound gates	8	8	41.0
buf+inv	2	19	8.20
xor+xnor	1	1	5.74
-- worst max-delay path, stage by stage --
cell,delay [ps]
dlygate4sd2_1,300
nand2b_4,170
a21oi_1,140
a31oi_1,60
o31ai_1,200
dlygate4sd2_1,240
-- cells in the mapped netlist --
library cell  count  area, um^2
a2111oi_2         1        15.0
a21oi_1           3        15.0
a31oi_1           2        12.5
buf_4             1        7.51
clkbuf_2          1        5.00
nand2_1           1        3.75
nand2b_1          2        12.5
nand2b_4          1        13.8
nand3b_1          1        7.51
nor2_1            2        7.51
nor3_1            1        5.00
nor4_1            1        6.26
o31ai_1           1        7.51
o31ai_2           1        12.5
or2_1             1        6.26
or2_2             1        6.26
xnor2_1           1        8.76
-- layout make-up --
| type | instances | share of cell area [%] |
|---|---|---|
| timing repair buffer | 19 | 39.3 |
| tap | 46 | 14.5 |
| multi-input combinational | 20 | 46.2 |
Power and IR drop assume default switching activity.
